$ cat flow/constraint.sdc
current_design BandaAsamblare

set clk_period 3.9
set clk_io_pct 0.2

create_clock -name clk0 -period $clk_period [get_ports {clk}]

set non_clock_inputs [all_inputs -no_clocks]
set_input_delay [expr $clk_period * $clk_io_pct] -clock clk0 $non_clock_inputs
set_output_delay [expr $clk_period * $clk_io_pct] -clock clk0 [all_outputs]
$ cat flow/run.sh
#!/bin/bash
# OpenROAD 26Q1-2900-gdf79404cd8, Yosys 0.63+post, stock flow scripts
make -C /OpenROAD-flow-scripts/flow DESIGN_CONFIG=/design/flow/config.mk WORK_HOME=/design/flow/orfs finish
$ cat flow/design.v
`timescale 1ns / 1ps
module AdunaScadeMantisele(mantise, semn, operatie, mantisa_out);
    input wire [21:0] mantise;
    input wire semn, operatie;
    output reg [11:0] mantisa_out;
    reg [9:0] mantisa1, mantisa2;
    always @ (mantise)
        begin
            mantisa1 = mantise[20:11];
            mantisa2 = mantise[9:0];
            if(operatie == 1)
			     begin 
			         mantisa_out[10:0] = mantisa1 + ~mantisa2 + 1'b1;
			     end 
			 else 
			     begin 
			         mantisa_out[10:0] = mantisa1 + mantisa2;
			     end
			mantisa_out[11] = semn;	
        end
endmodule
`timescale 1ns / 1ps
module AjustareExponent (exponent, valoarea2, exponent_out);
	input wire [4:0] exponent;
	input wire valoarea2;
	output reg [4:0] exponent_out;
    always @ (exponent | valoarea2)
        begin
            if (valoarea2 == 1'b1)
                begin
                    exponent_out = exponent + 1'b1;		
                end
            else
                begin
                    exponent_out = exponent;
                end
        end
endmodule
`timescale 1ns / 1ps
module AlegeExponent(exponenti, exponent);
    input wire [9:0] exponenti;
    output reg [4:0] exponent;
    always @ (exponenti)
        begin
            exponent = exponenti[9:5];
        end
endmodule
`timescale 1ns / 1ps
module AliniereMantise(mantise, mantise_out, semn);
    input wire [27:0] mantise;
    output reg [21:0] mantise_out;
    output reg semn;
    reg [5:0] valoare;
	reg [10:0] mantisa1, mantisa2;
	reg semn1, semn2;
    always @ (mantise)
        begin
            valoare = mantise[27:22];
            mantisa1 = mantise[21:11];
			mantisa2 = mantise[10:0];
			semn1 = mantisa1[10];
			semn2 = mantisa2[10];
			mantisa1[10] = 1'b1;
			mantisa2[10] = 1'b1;
			semn = semn1 ^ semn2;
			if (valoare[5] == 1'b1)  
				begin
					mantisa2 = mantisa2 >> valoare[4:0];
					mantise_out = {mantisa1, mantisa2};
				end
			else if (valoare[5] == 1'b0)  
				begin
					mantisa1 = mantisa1 >> valoare[4:0];
					mantise_out = {mantisa2, mantisa1};
				end
        end
endmodule
`timescale 1ns / 1ps
module BandaAsamblare(clear, load, clk, A, B, operatie, Result, exp, mant, man2, val, mant_out);
    input clear, load, clk;
    input wire [15:0] A, B;
    input wire operatie;
    output wire [15:0] Result;
    output wire [9:0] exp;
    output wire [27:0] mant;
    output wire [21:0] man2;
    output wire [11:0] mant_out;
    output wire [5:0] val;
    wire [15:0]  A1, B1;
    wire [9:0] exponenti_0_in, exponenti_0_out;
    wire [27:0] mantise_0_in, mantise_0_out;
    Init init(clear, clk, A, B, A1, B1);
    Split split(A1, B1, exponenti_0_in, mantise_0_in);
    Exponentii e0(clear, load, clk, exponenti_0_in, exponenti_0_out);
    Mantisele m0(clear, load, clk, mantise_0_in, mantise_0_out);
    wire [5:0] valoare;  
    wire [9:0] exponenti_1_in, exponenti_1_out;
    wire [27:0] mantise_1_in, mantise_1_out;     
    ComparaExponenti comparaExponenti(exponenti_0_out, valoare, exponenti_1_in);
    Concatenare concatenare(mantise_0_out, valoare, mantise_1_in);
    Exponentii e1(clear, load, clk, exponenti_1_in, exponenti_1_out);
    Mantisele m1(clear, load, clk, mantise_1_in, mantise_1_out);
    wire [4:0] exponenti_2_in, exponenti_2_out;
    wire [21:0] mantise_2_in, mantise_2_out;
    wire semn, operatie_2_out;
    AlegeExponent alegeExponent(exponenti_1_out, exponenti_2_in);
    AliniereMantise aliniereMantise(mantise_1_out, mantise_2_in, semn);
    Exponent e2(clear, load, clk, exponenti_2_in, exponenti_2_out);
    Mantisele m2(clear, load, clk, mantise_2_in, mantise_2_out);
    Exponent op2(clear, load, clk, operatie, operatie_2_out);
    wire [4:0] exponent_3_out;
    wire [11:0] mantise_3_in, mantise_3_out;
    AdunaScadeMantisele adunaScadeMantisele(mantise_2_out, semn, operatie_2_out, mantise_3_in);
    Exponent e3(clear, load, clk, exponenti_2_out, exponent_3_out);
    Mantisa m3(clear, load, clk, mantise_3_in, mantise_3_out);
    wire [4:0] exponent_4_in, exponent_4_out;
    wire [11:0] mantise_4_in, mantise_4_out;
    wire valoare2;
    Normalizare norm(mantise_3_out, valoare2, mantise_4_in);
    AjustareExponent ajustareExponent(exponent_3_out, valoare2, exponent_4_in);
    Exponent e4(clear, load, clk, exponent_4_in, exponent_4_out);
    Mantisa m4(clear, load, clk, mantise_4_in, mantise_4_out);
    assign exp = mantise_4_out;
    assign Result = {mantise_4_out[10], exponent_4_out, mantise_4_out[9:0]};
endmodule
`timescale 1ns / 1ps
module ComparaExponenti(exponenti, valoare, exponenti_out);
    input wire [9:0] exponenti;
    output reg [5:0] valoare;
    output reg [9:0] exponenti_out;
    reg [4:0] exp1, exp2;
    always @ (exponenti)
        begin
            exp1 = exponenti[9:5];
            exp2 = exponenti[4:0];
            valoare = 5'b0;
            exponenti_out = 10'b0;
            if(exp1 > exp2)
                begin
                    valoare[4:0] = exp1 - exp2;
                    valoare[5] = 1'b1;
                    exponenti_out = {exp1, exp2};
                end
            else if (exp2 > exp1)
                begin
                    valoare[4:0] = exp2 - exp1;
                    valoare[5] = 1'b0;
                    exponenti_out = {exp2, exp1};
                end
        end
endmodule
`timescale 1ns / 1ps
module Concatenare(mantise, valoare, out);
    input wire [21:0] mantise;
    input wire [5:0] valoare;
    output reg [27:0] out;
    always @ (valoare)
        begin
            out = {valoare, mantise};
        end
endmodule
`timescale 1ns / 1ps
module Exponent(clear, load, clk, exponent, exponent_out);
    input clear, load, clk;
    input wire [4:0] exponent;
    output reg [4:0] exponent_out;
    always @(posedge clk)
        begin
            if(clear)
                exponent_out <= 0;
            else
                if(load)
                    exponent_out <= exponent;
        end
endmodule
`timescale 1ns / 1ps
module Exponentii(clear, load, clk, exponenti, exponenti_out);
    input clear, load, clk;
    input wire [9:0] exponenti;
    output reg [9:0] exponenti_out;
    always @(posedge clk)
        begin
                    exponenti_out <= exponenti;
        end
endmodule
`timescale 1ns / 1ps
module Init(clear, clk, A, B, A_out, B_out);
    input clear, clk;
    input wire [15:0] A, B;
    output reg [15:0] A_out, B_out;
    always @(posedge clk)
        begin
            if(clear)
                begin
                    A_out <= 0;
                    B_out <= 0;
                end
            else
                begin
                    A_out <= A;
                    B_out <= B;
                end
        end
endmodule
`timescale 1ns / 1ps
module Mantisa(clear, load, clk, mantisa, mantisa_out);
    input clear, load, clk;
    input wire [11:0] mantisa;
    output reg [11:0] mantisa_out;
    always @(posedge clk)
        begin
            if(clear)
                mantisa_out <= 0;
            else
                if(load)
                    mantisa_out <= mantisa;
        end
endmodule
`timescale 1ns / 1ps
module Mantisele(clear, load, clk, mantise, mantise_out);
    input clear, load, clk;
    input wire [27:0] mantise;
    output reg [27:0] mantise_out;
    always @(posedge clk)
        begin
            if(clear)
                mantise_out <= 0;
            else
                if(load)
                    mantise_out <= mantise;
        end
endmodule
`timescale 1ns / 1ps
module Normalizare (mantise, valoare, mantisa_out);
	input wire [11:0] mantise;
	output reg valoare;
	output reg [10:0] mantisa_out;
	reg [9:0] mantisa;
	reg depasire;
	reg semn;
    always @ (mantise)
        begin
            semn = mantise[11];
            depasire = mantise[10];
            mantisa = mantise[9:0];
            valoare = 1'b0;
            if(depasire == 1'b1)
                begin
                    mantisa_out[9:0] = mantisa >> 1'b1;
                    valoare = 1'b1;
                end
            else
                begin
                    mantisa_out = mantisa;
                end
            mantisa_out[10] = semn;
        end
endmodule
`timescale 1ns / 1ps
module Split(A, B, exponenti, mantise);
    input [15:0] A, B;
    output reg [9:0] exponenti;
    output reg [21:0] mantise;
    reg semn1, semn2;
    reg [4:0] exp1, exp2;
    reg [10:0] mant1, mant2;
    always @ (A | B)
        begin
            semn1 = A[15];
            semn2 = B[15];
            exp1 = A[14:10];
            exp2 = B[14:10];
            mant1[9:0] = A[9:0];
            mant2[9:0] = B[9:0];
            mant1[10] = semn1;
            mant2[10] = semn2;
            exponenti = {exp1, exp2};
            mantise = {mant1, mant2}; 
        end   
endmodule
$ cat flow/config.mk
export PLATFORM = sky130hd
export DESIGN_NAME = BandaAsamblare
export DESIGN_NICKNAME = BandaAsamblare
export VERILOG_FILES = /design/flow/design.v
export SDC_FILE = /design/flow/constraint.sdc
export NUM_CORES = 4
export LEC_CHECK = 1
export CORE_UTILIZATION = 50
==> results.sh <==
# yosys + openroad results
export IMPL_dp_hpwl_um=9390
export IMPL_postSynthSeqShare=0.408
export IMPL_syn_area_um2=7660
export IMPL_hp_start="init.A_out[12]"
export IMPL_slowest_stage="a211oi_4"
export IMPL_drtPass1Iterations=6
export IMPL_period_used=0.606
export IMPL_avgRoutedWirePerCell_um=13.4
export IMPL_cp_num_buf_inv=1
export IMPL_finalClockSkew_ps=9.82
export IMPL_fin_util=0.584
export IMPL_clk_pin_slew_worst_paths_ps=60
export IMPL_initCoreUtil=0.519
export IMPL_cts_resized=0
export IMPL_grt_overflow_total=0
export IMPL_fillers=1246
export IMPL_crit_path_start_kind="flip-flop"
export IMPL_ff_type="dfxtp_1"
export IMPL_numCtsBuffers=17
export IMPL_min_path_cells=0
export IMPL_first_global_vias=4761
export IMPL_max_cap_violations=0
export IMPL_postCtsSetupBuffers=0
export IMPL_tool_warnings=42
export IMPL_avgSynthCellArea_um2=9.56
export IMPL_grtUsageMet2=0.299
export IMPL_edf_count=0
export IMPL_antenna_found_initial=0
export IMPL_period_needed_ps=2370
export IMPL_diodes=0
export IMPL_finalSetupViolCount=0
export IMPL_finalPower_mw=3.90
export IMPL_async_flop_share=0
export IMPL_maxSlewHeadroom=0.517
export IMPL_drc=0
export IMPL_synth_stat_cells=801
export IMPL_ys_ff=156
export IMPL_port_buffers=61
export IMPL_yosysUniqueCellTypes=65
export IMPL_cts_tree="built"
export IMPL_finalHoldViolations=0
export IMPL_r2r_start="e0.exponenti_out[1]"
export IMPL_wl_um=13800
export IMPL_powerDensity_nw_per_um2=453
export IMPL_top_cells_by_area="dfxtp_1, mux2i_1, buf_4, nor2_1, ha_1"
export IMPL_lay_top_cells="dfxtp_1, nor2_1, mux2i_1, conb_1, clkdlybuf4s50_1"
export IMPL_die_area_um2=15800
export IMPL_core_rowCount=44
export IMPL_crit_type="flip-flop to flip-flop"
export IMPL_status="completed"
export IMPL_yosys_area_share_simple=0.130
export IMPL_yosys_warnings=88
export IMPL_routed_via_density=5.02
export IMPL_crit_path_start="e0.exponenti_out[1]"
export IMPL_cpPeakStageDelay_ps=480
export IMPL_adder_share=0.0611
export IMPL_r2r_end="m1.mantise_out[24]"
export IMPL_ys_sh_mux=0.145
export IMPL_yosys_stat_area_um2=7660
export IMPL_top_cell_area_share=0.408
export IMPL_max_freq_mhz=423
export IMPL_clock_sinks=156
export IMPL_grtUsageMet1=0.288
export IMPL_hp_class="flip-flop to flip-flop"
export IMPL_xor_share=0.0160
export IMPL_cp_end_kind="flip-flop"
export IMPL_dieWidth_um=126
export IMPL_area_growth_pct=12.6
export IMPL_netlist_instances=801
export IMPL_finalSetupTns_ps=0
export IMPL_irDropWorstVdd_uv=385
export IMPL_num_io_pins=130
export IMPL_crit_arrival_ps=2690
export IMPL_cp_cell_sequence="inv_1 -> ha_1 -> nor2b_1 -> o31ai_4 -> nand2b_1 -> a211oi_4 -> nand2_1 -> a311oi_1"
export IMPL_mostFrequentLayoutCell="dfxtp_1"
export IMPL_cp_required_ps=4230
export IMPL_chipHeight_um=126
export IMPL_top_area_cell="dfxtp_1"
export IMPL_tightest_slew_ps=724
export IMPL_vias=5150
export IMPL_core_um2=14800
export IMPL_insertion_delay_ps=420
export IMPL_busiest_layer="met2"
export IMPL_drt_iter0_markers=199
export IMPL_p_leak_nw=3.58
export IMPL_critical_path_top_delay_family="AND-OR/OR-AND gates"
export IMPL_cts_root_buf="clkbuf_16"
export IMPL_grt_pass1_wl_um=23400
export IMPL_ys_top_logic_family="multiplexers"
export IMPL_combGateArea_um2=3840
export IMPL_reg2reg_depth=8
export IMPL_slew_viol_final=0
export IMPL_clock_path_buffers=2
export IMPL_ant_nets=0
export IMPL_rsz0062_at_grt="no"
export IMPL_ff2ff_setup_slack_ps=1540
export IMPL_finalWeightedCongestion=0.851
export IMPL_cts_htree_levels=4
export IMPL_min_to="e0.exponenti_out[7]"
export IMPL_cts_hold_buffers=0
export IMPL_critPathMaxFanout=9
export IMPL_grt_max_degree=127
export IMPL_final_layout_size_suffix_gt1_frac=0.0772
export IMPL_grt_usage=0.186
export IMPL_synthAoiAreaFrac=0.116
export IMPL_final_seq_area_um2=3120
export IMPL_met3_usage=0.0286
[worst max-delay path by stage]
| stage | slack, ps | cells past startpoint | end |
|---|---|---|---|
| CTS | 1500 | 8 | m1.mantise_out[24] |
| global route | 1320 | 8 | m1.mantise_out[26] |
| finish | 1540 | 8 | m1.mantise_out[24] |
[cells by family (layout without fill, tap and decap cells)]
| kind of cell | count (synthesis) | count (layout) |
|---|---|---|
| flip-flops | 156 | 156 |
| multiplexers | 99 | 99 |
| buffers and inverters | 160 | 134 |
| other | 1 | 68 |
| XOR/XNOR | 14 | 14 |
| AND/OR/NAND/NOR | 218 | 218 |
| AND-OR/OR-AND | 118 | 118 |
| adder cells (fa/ha/maj) | 35 | 35 |
[cells in the mapped netlist (4+ instances only)]
| cell type | number |
|---|---|
| xnor2_1 | 9 |
| ha_1 | 31 |
| buf_2 | 9 |
| nand2b_1 | 7 |
| a21oi_1 | 20 |
| xor2_1 | 5 |
| a211oi_1 | 33 |
| fa_1 | 4 |
| a22o_2 | 5 |
| nor2b_1 | 37 |
| a21o_1 | 4 |
| clkbuf_1 | 30 |
| inv_1 | 34 |
| nor2_1 | 126 |
| o22ai_1 | 4 |
| o21ai_0 | 13 |
| mux2i_1 | 87 |
| nand2_1 | 24 |
| buf_6 | 5 |
| nor3_1 | 6 |
| buf_4 | 80 |
| dfxtp_1 | 156 |
| mux4_2 | 9 |
[power by group]
part           internal (mW)  total, mW  switching (mW)
registers               1.67       1.73          0.0557
clock network           1.03       1.74           0.706
logic                  0.220      0.438           0.219
[layout make-up]
class | instances | area share
Multi-Input combinational cell | 552 | 0.445
Sequential cell | 156 | 0.362
Timing Repair Buffer | 67 | 0.0784
Clock buffer | 17 | 0.0493
Tap cell | 184 | 0.0267
Clock inverter | 15 | 0.0234
Inverter | 35 | 0.0152
[through the flow]
stage | instance area (um^2) | std cells | hold slack [ps] | setup slack [ps]
floorplan | 7910 | 868 | 310 | 1790
global placement | 8000 | 994 | 312 | 1600
detailed placement | 8000 | 994 | 314 | 1550
CTS | 8620 | 1026 | 328 | 1500
global route | 8620 | 1026 | 332 | 1320
finish | 8620 | 1026 | 326 | 1540
[sequential cells by signal, summed over array words and instances, names as in the netlist, 5 cells and up]
name / cells
e1.exponenti_out: 5
e4.exponent_out: 5
e3.exponent_out: 5
e0.exponenti_out: 10
m2.mantise_out: 20
init.B_out: 16
m0.mantise_out: 22
m4.mantisa_out: 11
init.A_out: 16
e2.exponent_out: 5
m3.mantisa_out: 12
m1.mantise_out: 28
[layer usage]
| layer | up-vias | routed length, um |
|---|---|---|
| met4 | 0 | 129 |
| met2 | 129 | 6310 |
| li1 | 2666 | - |
| met5 | - | 0 |
| met3 | 6 | 546 |
| met1 | 2349 | 6790 |
