==> ./design.v <==
module sum(
    input [0:0]a,
    input [0:0]b,
    input c_in,
    output reg [0:0]g,
    output reg [0:0]p,
    output reg suma
);
always@(a,b,c_in)
    begin
       g = a & b;
       p = a | b;
       suma = a + b + c_in;
    end
endmodule
module sum_16b(
    input [15:0]a,
    input [15:0]b,
    input c_in,
    output G,
    output P,
    output [15:0] sum,
    output Cout
    );
    wire [15:0]s;
    wire [3:0]g_in, p_in;
    wire [3:0]carry_UAT;
    wire Gp,Pp;
    uat instance1(c_in,g_in,p_in,G,P,carry_UAT);
    sum_4b sum1(a[3:0],b[3:0],c_in,g_in[0],p_in[0],sum[3:0]);
    sum_4b sum2(a[7:4],b[7:4],carry_UAT[0],g_in[1],p_in[1],sum[7:4]);
    sum_4b sum3(a[11:8],b[11:8],carry_UAT[1],g_in[2],p_in[2],sum[11:8]);
    sum_4b sum4(a[15:12],b[15:12],carry_UAT[2],g_in[3],p_in[3],sum[15:12]);
    assign Cout = carry_UAT[3];
endmodule
module sum_4b(
    input [3:0]a,
    input [3:0]b,
    input c_in,
    output G,
    output P,
    output [3:0] sum,
    output Cout
    );
    wire [3:0]s;
    wire [3:0]g_in, p_in;
    wire [3:0]carry_UAT;
    wire Gp,Pp;
    uat instance1(c_in,g_in,p_in,G,P,carry_UAT);
    sum sum1(a[0],b[0],c_in,g_in[0],p_in[0],sum[0]);
    sum sum2(a[1],b[1],carry_UAT[0],g_in[1],p_in[1],sum[1]);
    sum sum3(a[2],b[2],carry_UAT[1],g_in[2],p_in[2],sum[2]);
    sum sum4(a[3],b[3],carry_UAT[2],g_in[3],p_in[3],sum[3]);
    assign Cout = carry_UAT[3];
endmodule
module uat(
        input c_in,
        input [3:0] g_in,
        input [3:0] p_in,
        output reg UAT_G,
        output reg UAT_P,
        output reg [3:0] carry_UAT
    );
always @ (c_in, g_in, p_in)
    begin
        UAT_P = p_in[0] & p_in[1] & p_in[2] & p_in[3];
        UAT_G = g_in[3] | (p_in[3] & g_in[2]) | (p_in[3] & p_in[2] & g_in[1]) | (p_in[3] & p_in[2] & p_in[1] & g_in[0]);
        carry_UAT[0]=g_in[0] | (p_in[0] & c_in);
        carry_UAT[1]=g_in[1] | (p_in[1] & g_in[0]) | (p_in[1] & p_in[0] & c_in);
        carry_UAT[2]=g_in[2] | (p_in[2] & g_in[1]) | (p_in[2] & p_in[1] & g_in[0]) | (p_in[2] & p_in[1] & p_in[0] & c_in);
        carry_UAT[3]=g_in[3] | (p_in[3] & g_in[2]) | (p_in[3] & p_in[2] & g_in[1]) | (p_in[3] & p_in[2] & p_in[1] & g_in[0]) | (p_in[3] & p_in[2] & p_in[1] & p_in[0] & c_in);
    end
endmodule
==> ./run.sh <==
#!/bin/bash
# OpenROAD 26Q1-2900-gdf79404cd8, Yosys 0.63+post, stock flow scripts
make -C /OpenROAD-flow-scripts/flow DESIGN_CONFIG=/design/flow/config.mk WORK_HOME=/design/flow/orfs finish
==> ./config.mk <==
export PLATFORM = sky130hd
export DESIGN_NAME = sum_16b
export DESIGN_NICKNAME = sum_16b
export VERILOG_FILES = /design/flow/design.v
export SDC_FILE = /design/flow/constraint.sdc
export NUM_CORES = 4
export LEC_CHECK = 1
export CORE_AREA = 10 10 93 93
export DIE_AREA = 0 0 103 103
==> ./constraint.sdc <==
current_design sum_16b

set clk_period 3.3
set clk_io_pct 0.2

create_clock -name clk0 -period $clk_period

set non_clock_inputs [all_inputs -no_clocks]
set_input_delay [expr $clk_period * $clk_io_pct] -clock clk0 $non_clock_inputs
set_output_delay [expr $clk_period * $clk_io_pct] -clock clk0 [all_outputs]
==> flow_metrics.env <==
# physical design summary
export IMPL_aoi_share_pct=28.7
export IMPL_synth_seq_share_pct=0
export IMPL_max_stage_delay_ns=0.48
export IMPL_synth_avg_cell_area_um2=7.49
export IMPL_synth_chip_area_um2=928
export IMPL_die_w_um=103
export IMPL_required_ns=2.64
export IMPL_drive_gt1_share_pct=45.5
export IMPL_chipArea_um2=10600
export IMPL_fillCellCount=730
export IMPL_worstMarginPinSlew_ns=0.331
export IMPL_p_total_w=0.000330
export IMPL_seqCellArea_um2=0
export IMPL_hold_viol=0
export IMPL_rows=30
export IMPL_worst_path_max_fanout=4
export IMPL_vias=1124
export IMPL_nClkBuffers=0
export IMPL_peakVddDrop_uv=55.6
export IMPL_stdcell_area_um2=1840
export IMPL_end_kind="output port"
export IMPL_synth_simple_area_share_pct=18.9
export IMPL_setup_ws_ns=0.127
export IMPL_yosysWarnings=2
export IMPL_placedInstanceArea_um2=1760
export IMPL_io_pins=52
export IMPL_fmax_mhz=315
export IMPL_slew_violations=0
export IMPL_critPathTopFamily="buffers and inverters"
export IMPL_gp_congestion=0.718
export IMPL_cap_viol_max_count=0
export IMPL_track_usage_pct=5.58
export IMPL_pre_cts_ws_ns=-0.482
export IMPL_die_h_um=103
export IMPL_setup_viol=0
export IMPL_period_needed_ns=3.17
export IMPL_warnings=33
export IMPL_worstSetupPathType="in -> out"
export IMPL_route_detailed_drc=0
export IMPL_avgViaCountPerCell=3.89
export IMPL_area_growth_pct=98.5
export IMPL_io_buffers=52
export IMPL_flops=0
export IMPL_grt_max_degree=6
export IMPL_hpwl_um=2720
export IMPL_antenna_found_initial=0
export IMPL_yosysCellCount=124
export IMPL_p_leak_nw=0.831
export IMPL_rsz0062_at_grt="no"
export IMPL_ant_nets=0
export IMPL_syn_inst=124
export IMPL_synth_area_um2=928
export IMPL_antennaDiodeCount=0
export IMPL_routedWlPerCell_um=10.4
export IMPL_hold_class="in -> out"
export IMPL_period_used_pct=96.2
export IMPL_grt_pass1_wl_um=4930
export IMPL_powerDensity_nw_per_um2=179
export IMPL_routed_wl_um=3020
export IMPL_core_area_um2=6760
export IMPL_mux_share_pct=0
export IMPL_synth_adder_area_share_pct=12.1
export IMPL_max_slew_margin_pct=77.7
export IMPL_crit_buf_inv=2
export IMPL_worst_setup_path_start_kind="primary input"
export IMPL_first_pass_iters=4
export IMPL_synth_cell_types=31
export IMPL_grt_pass1_vias=1102
export IMPL_crit_arrival_ns=2.51
export IMPL_top_logic_kind="AND-OR/OR-AND gates"
export IMPL_yosys_area_share_xor_xnor_pct=22.6
export IMPL_crit_top_cell="nor2_2"
export IMPL_worst_path_max_delay_cell="clkdlybuf4s50_1"
export IMPL_initCoreUtil_pct=13.7
export IMPL_status="complete, no violations"
export IMPL_path_cells="buf_2 -> nor2_2 -> nor4_4 -> nor2_2 -> o31ai_4 -> a21oi_4 -> fa_2 -> xnor2_2 -> clkdlybuf4s50_1"
export IMPL_grt_overflow_total=0
export IMPL_drtIter0Drc=22
export IMPL_ctsHoldBuffers=0
==> cell usage after synthesis (2+ instances only) <==
cell / count / area, um^2
nand2_1: 8 / 30.0
nor2_1: 11 / 41.3
inv_1: 10 / 37.5
nor4_4: 2 / 42.5
maj3_2: 2 / 22.5
xnor2_1: 19 / 166
o211ai_1: 3 / 22.5
nand3_1: 4 / 20.0
buf_4: 16 / 120
fa_1: 4 / 80.1
o21ai_1: 3 / 15.0
xor2_1: 5 / 43.8
a21oi_1: 10 / 50.1
o211a_1: 2 / 20.0
nor2_2: 3 / 18.8
o21ai_0: 2 / 10.0
o22a_1: 2 / 17.5
o22ai_1: 4 / 25.0
nor3_1: 2 / 10.0
==> tightest hold or removal path, cell delays in order <==
cell and delay [ns]:
clkbuf_2 0.11, buf_4 0.11, nand2_1 0.05, o21ai_1 0.06
dlymetal6s2s_1 0.10
==> metal layers <==
metal / vias to the layer above / global-route usage, % / share of wire, %
met1: 501 / 7.40 / 45
li1: 594 / - / -
met5: - / 0 / 0
met2: 29 / 9.46 / 47
met3: 0 / 1.42 / 8.0
met4: 0 / 0 / 0
==> through the flow <==
step	setup TNS, ns	cells	hold slack [ns]	utilization [%]
6_report	0	289	1.75	27.3
2_1_floorplan	0	124	1.38	-
4_1_cts	-0.0127	288	1.97	27.0
3_3_place_gp	-4.24	284	2.41	26.0
3_5_place_dp	-4.23	284	2.41	26.0
5_1_grt	0	289	1.83	27.3
==> kinds of logic (layout without fill, tap and decap cells) <==
family	Yosys count	count (layout)
AOI/OAI and AO/OA	35	35
xor gates and xnor gates	24	24
adders and majority gates	7	7
buffers and inverters	27	112
and+or+nand+nor	31	31
==> repair_timing <==
item,4_1_cts,5_1_grt
resized,80,24
buffers inserted,4,2
setup endpoints to repair,16,10
pin swaps,20,8
==> cell type report <==
cell class	count	area, um^2	area share [%]
multi-input combinational	97	861	46.7
timing repair buffer	101	838	45.5
tap	80	100	5.43
inverter	11	43.8	2.38
==> power breakdown <==
group	switching (W)	leakage [nW]	internal, W	total (W)
logic	0.000121	0.831	0.000209	0.000330
registers	0	0	0	0
clock network	0	0	0	0
==> layout by cell type, fill, tap and decap left out, types with 4 or more instances in the layout <==
cell / Yosys / routed
a21oi_1: 10 / 7
buf_2: 0 / 7
buf_4: 16 / 52
clkdlybuf4s50_1: 0 / 19
dlygate4sd2_1: 0 / 14
dlymetal6s2s_1: 0 / 4
inv_1: 10 / 9
nand2_1: 8 / 8
nor2_1: 11 / 9
nor2_2: 3 / 4
xnor2_1: 19 / 18
xor2_1: 5 / 5
==> path summary, 6_finish.rpt <==
kind,startpoint,to,slack (ns),depth (start not counted)
min,c_in,Cout,1.75,5
max,a[0],sum[9],0.13,9
Power is estimated from default activity; no workload was simulated.
