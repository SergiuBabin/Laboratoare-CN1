### flow/design.v
`timescale 1ns / 1ps
module dpr#(parameter biti = 32)(
    input clk, we_a, we_b,
    input[2:0] addr_a, addr_b,
    input[biti-1:0] d_in_a, d_in_b,
    output[biti-1:0] d_out_a, d_out_b
    );
    reg d_out_a, d_out_b;
    reg[biti-1:0] ram_vec[15:0];
    reg[2:0] read_addr_a, read_addr_b;
    always@(posedge clk)
    begin
        if (we_a)
            ram_vec[addr_a] <= d_in_a;
        d_out_a <= ram_vec[addr_a];
    end
    always@(posedge clk)
    begin
        if (we_b)
            ram_vec[addr_b] <= d_in_b;
        d_out_b <= ram_vec[addr_b];
    end
endmodule
### flow/run.sh
#!/bin/bash
# OpenROAD 26Q1-2900-gdf79404cd8, Yosys 0.63+post, stock flow scripts
make -C /OpenROAD-flow-scripts/flow DESIGN_CONFIG=/design/flow/config.mk WORK_HOME=/design/flow/orfs finish
### flow/config.mk
export PLATFORM = sky130hd
export DESIGN_NAME = dpr
export DESIGN_NICKNAME = dpr
export VERILOG_FILES = /design/flow/design.v
export SDC_FILE = /design/flow/constraint.sdc
export NUM_CORES = 4
export LEC_CHECK = 1
export CORE_UTILIZATION = 30
### flow/constraint.sdc
current_design dpr

set clk_period 10.9
set clk_io_pct 0.2

create_clock -name clk0 -period $clk_period [get_ports {clk}]

set non_clock_inputs [all_inputs -no_clocks]
set_input_delay [expr $clk_period * $clk_io_pct] -clock clk0 $non_clock_inputs
set_output_delay [expr $clk_period * $clk_io_pct] -clock clk0 [all_outputs]
==> flow_summary.ini <==
; flow metrics
[detailed_routing]
drtIter0Drc = 512
viasPerCell = 5.18
vias = 8838
routedWlPerCell_um = 25.3
dr.pass1.iters = 6
drc = 0
drt-total-wl_um = 43100
ant_nets = 0

[logic_synthesis]
largest_area_cell = edfxtp_1
synth-simple-area-share = 0.0106
mux_share = 0.403
common_cells = 307 x mux2_2, 256 x edfxtp_1, 128 x mux4_2
ys_ff = 320
synth.area.top_cells = edfxtp_1 48%, mux2_2 21%, mux4_2 18%
yosys_cells = 857
enable_flop_cells = 256
xor_share = 0
yosys_area_um2 = 16100
flop_cell = edfxtp_1
yosysSeqAreaShare = 0.557
synthArstFlopShare = 0
syn_inst = 857
netlist_area_um2 = 16100
syn-mean-instance-area_um2 = 18.8
logic_family = multiplexers
top_area_frac = 0.478
compound_area_frac = 0.00311
yosysMostFrequentCell = mux2_2
synth.distinct_cells = 21
synthAdderAreaFrac = 0
synth-warning-count = 1

[sta]
skew_ns = 0.0191
clock.fmax_ghz = 0.222
rsz0062_at_grt = no
fin_ws_ns = 6.39
hold_viol_final = 0
period_needed_ns = 4.51
period_used_share = 0.413
drv_slew = 0
setup_tns_ns = 0
max_slew_margin = 0.490
setup_viol = 0
tightest_slew_ns = 0.764

[setup_path]
crit_fanout = 46
cp.required_ns = 11.17
crit_path_start_kind = primary input
worstSetupPathType = in2reg
crit_path_start = addr_a[2]
reg2regPathDepth = 2
crit_arrival_ns = 4.78
r2r_start = ram_vec[7][0]
setup.worst_path.end_class = register

[worst_hold_path]
hold_depth = 2
hp-start = ram_vec[7][9]
hold_class = reg2reg

[clock_tree]
clockRootBuffer = clkbuf_16
clkTransAtPathRegs_ns = 0.06
clk_path_buf_depth = 3
cts_resized = 0
postCtsHoldBufs = 0
tritoncts = yes
numCtsBuffers = 35
clk_latency_ns = 0.53
cts_sinks = 320
post_cts_buffers = 0
htreeDepth = 2

[placement]
place.detailed.hpwl_um = 25200
place_congestion = 0.822
port-buffer-count = 136
place_ws_ns = 5.84

[floorplan]
fp.dieH_um = 234
core_um2 = 52800
io_pins = 137
std_cell_rows = 84
die_w_um = 234
die-area_um2 = 54600
fp_util = 0.305

[grt]
grt_start_max_net_pins = 47
overflow = 0
grt_pass1_wl_um = 63400
antenna_found_initial = 4
grt_usage = 0.171
first_global_vias = 9572

[outcome]
status = finished clean

[power]
power.leakage_uw = 0.00633
power_density_nw_per_um2 = 156
fin_total_pwr_uw = 3020
max-vdd-ir-drop_mv = 0.123

[cells_and_area]
drive_above_1_share = 0.526
synthToLayoutAreaGrowth_pct = 20.2
fillers = 4901

[flow_run]
cap_violations = 0
warnings = 25
## path summary, 6_finish.rpt
check	slack (ns)	end
max	6.39	ram_vec[4][7]
min	0.72	d_out_a[9]
max reg2reg	9.56	d_out_b[0]
min reg2reg	0.72	d_out_a[9]
## worst max-delay path, cell delays in order
cell and delay (ns):
buf_4 0.39, buf_4 0.69, nor4bb_4 0.42, buf_4 0.62
mux2_2 0.41
## through the flow
stage / instance area (um^2) / instances / util / hold slack (ns)
after detailed placement: 18200 / 1639 / 0.345 / 0.707
after global placement: 18200 / 1639 / 0.345 / 0.703
after floorplan: 16100 / 857 / - / 0.677
final: 19300 / 1705 / 0.367 / 0.718
after global routing: 19300 / 1704 / 0.367 / 0.742
after CTS: 19300 / 1703 / 0.367 / 0.719
## layer usage
| metal | track usage | wire length [um] |
|---|---|---|
| met1 | 0.225 | 17000 |
| met3 | 0.0946 | 4710 |
| met4 | 0.0248 | 677 |
| met2 | 0.260 | 20700 |
| met5 | 0.00184 | 46 |
## sequential cells by signal, indices dropped and copies added (netlist names)
name     count
d_out_b     32
d_out_a     32
ram_vec    256
## placed cells by master (no fill, tap or decap), drive strengths merged
master and instances:
buf 31, edfxtp 256, clkdlybuf4s50 130, nand2 2, nor4bb 3, o21ai 4
nand4 1, mux4 128, nand2b 3, inv 1, diode 2, dfxtp 64
nor4b 1, bufinv 1, or2 1, mux2 320, nand4b 3, clkinv 7
clkbuf 55, o21bai 4
## final cells by class
class,count,area [um^2],area share
clock buffer,55,1040,0.0539
sequential,320,8970,0.464
antenna,2,5.00,0.000259
tap,688,861,0.0445
multi-input combinational,470,6850,0.354
timing repair buffer,161,1540,0.0794
clock inverter,9,83.8,0.00433
## power by group
part	internal, uW	switching, uW	total [uW]
sequential	1420	37.8	1460
clock	683	481	1160
combinational	234	158	391
## cell families (layout without fill, tap and decap cells)
kind of cell    count (synthesis)  after routing
other cells                     0              2
mux                           448            448
compound gates                  8              8
buf+inv                        67            225
flops                         320            320
simple gates                   14             14
No activity file was given, so power comes from the tool's default toggle rates.
